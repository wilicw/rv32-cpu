==> flow/design.v <==
`timescale 1ns / 1ps
module alu(
    input nop,
    input [31:0] val_a,
    input [31:0] val_b,
    input [3:0] operation,
    output [31:0] val_out,
    output branch
    );
    assign val_out =
        operation == 4'h1 ? ( val_a + val_b ) :
        operation == 4'h2 ? ( val_a - val_b ) :
        operation == 4'h3 ? ( val_a & val_b ) :
        operation == 4'h4 ? ( val_a | val_b ) :
        operation == 4'h5 ? ( val_a ^ val_b ) :
        operation == 4'h6 ? ( val_a << val_b[5:0] ) :
        operation == 4'h7 ? ( val_a >> val_b[5:0] ) :
        operation == 4'h8 ? ( val_a <<< val_b[5:0] ) :
        operation == 4'h9 ? ( val_a >>> val_b[5:0] ) :
        0;
    assign branch = 
        operation == 4'ha ? ( val_a == val_b ? 1 : 0 ) :
        operation == 4'hb ? ( val_a != val_b ? 1 : 0 ) :
        operation == 4'hc ? ( val_a < val_b ? 1 : 0 ) :
        operation == 4'hd ? ( val_a >= val_b ? 1 : 0 ) :
        operation == 4'he ? ( val_a < val_b ? 1 : 0 ) :
        operation == 4'hf ? ( val_a >= val_b ? 1 : 0 ) :
        0;
endmodule
`timescale 1ns / 1ps
`timescale 1ns / 1ps
module exec (
    input [31:0] pc,
    input [2:0] inst_type,
    input [2:0] funct3,
    input [5:0] funct7,
    input [31:0] imm,
    input [31:0] val_rs,
    input [31:0] val_rs2,
    input [6:0] opcode,
    output [31:0] val_out,
    output reg_w,
    output [31:0] reg_data,
    output mem_w,
    output mem_r,
    output [31:0] mem_addr,
    output [31:0] mem_data,
    output [1:0] mem_len,
    output mem_uns,
    output branch,
    output [31:0] branch_pc
    );
    wire [31:0] val_a;
    wire [31:0] val_b;
    wire [5:0] operation;
    wire [31:0] sign_imm12;
    wire [31:0] sign_imm13;
    wire [31:0] sign_imm21;
    wire alu_branch;
    wire exe_branch;
    wire [31:0] branch_offset;
    assign val_a = inst_type == 5 ? pc : val_rs;
    assign val_b = inst_type == 1 ? sign_imm12 :
                   val_rs2;
    assign operation =
    inst_type == 1 ? (
        funct3 == 0 ? 1 :
        funct3 == 1 ? 6 :
        funct3 == 2 ? 0 :
        funct3 == 3 ? 0 :
        funct3 == 4 ? 5 :
        funct3 == 5 ? (
            imm[10] ? 9 
                    : 7
        ) :
        funct3 == 6 ? 4 :
        funct3 == 7 ? 3 :
                      0 
    ) : inst_type == 0 ? (
        funct3 == 0 ? (
            funct7 == 0 ? 1 
                        : 2
        ) : 
        funct3 == 1 ? 6 :
        funct3 == 2 ? 0 :
        funct3 == 3 ? 0 :
        funct3 == 4 ? 5 :
        funct3 == 5 ? (
            funct7 == 0 ? 7 
                        : 9
        ) :
        funct3 == 6 ? 4 :
        funct3 == 7 ? 3 :
                      0
    ) : inst_type == 3 ? (
        funct3 == 0 ? 4'ha :
        funct3 == 1 ? 4'hb :
        funct3 == 4 ? 4'hc :
        funct3 == 5 ? 4'hd :
        funct3 == 6 ? 4'he :
        funct3 == 7 ? 4'hf :
        0
    ) : 0;
    assign exe_branch = inst_type == 5 ? 1 : 0;
    assign branch_offset = 
        inst_type == 5 ? sign_imm21 :
        inst_type == 1 ? sign_imm13 :
        0;
    assign branch_pc = pc + branch_offset;
    assign branch = alu_branch | exe_branch;
    alu u_alu (
        .operation(operation),
        .val_a(val_a),
        .val_b(val_b),
        .nop(nop),
        .val_out(val_out),
        .branch(alu_branch)
    );
    assign reg_w = 
        ( inst_type == 0 ) |
        ( inst_type == 5 ) |
        ( inst_type == 1 ) ;
    assign reg_data = inst_type == 5 ? pc + 4 : val_out;
    assign mem_w = opcode == 7'b0100011 | opcode == 7'b0100111;
    assign mem_r = opcode == 7'b0000011 | opcode == 7'b0000111;
    assign mem_addr = val_rs + sign_imm12;
    assign mem_data = val_rs2;
    assign mem_len = funct3[1:0];
    assign mem_uns = funct3[2];
    sign_ext #(
        .bits(32),
        .sign_bit(12)
    ) u_se12 (
        .in(imm),
        .out(sign_imm12)
    );
    sign_ext #(
        .bits(32),
        .sign_bit(13)
    ) u_se13 (
        .in(imm),
        .out(sign_imm13)
    );
    sign_ext #(
        .bits(32),
        .sign_bit(21)
    ) u_se21 (
        .in(imm),
        .out(sign_imm21)
    );
endmodule
module sign_ext #(
    parameter bits = 32,
    parameter sign_bit = 12
    ) (
    input [sign_bit-1:0] in, 
    input [bits-1:0] out
    );
    assign out = {{( bits - sign_bit ){in[sign_bit-1]}}, in[sign_bit-1:0]};
endmodule
module fetch(
    input branch,
    input [31:0] branch_pc,
    input [31:0] pc,
    input [31:0] pc_nb,
    input [31:0] instruction,
    output [31:0] next_pc,
    output [2:0] inst_type,
    output [4:0] rd,
    output [2:0] funct3,
    output [4:0] rs,
    output [4:0] rs2,
    output [5:0] funct7,
    output [31:0] imm,
    output [6:0] opcode
    );
    wire rtype;
    wire itype;
    wire stype;
    wire btype;
    wire utype;
    wire jtype;
    wire [11:0] i_imm;
    wire [11:0] s_imm;
    wire [12:0] b_imm;
    wire [12:0] u_imm;
    wire [20:0] j_imm;
    assign opcode = instruction[6:0];
    assign rtype = 7'b0110011 == opcode;
    assign itype = ( 7'b0000011 == opcode ) | ( 7'b0010011 == opcode ) | ( 7'b1100111 == opcode );
    assign stype = 7'b0100011 == opcode;
    assign btype = 7'b1100011 == opcode;
    assign utype = ( 7'b0110111 == opcode ) | ( 7'b0010111 == opcode );
    assign jtype = 7'b1101111 == opcode;
    assign rd = instruction[11:7];
    assign rs = instruction[19:15];
    assign rs2 = instruction[24:20];
    assign funct3 = instruction[14:12];
    assign funct7 = instruction[31:25];
    assign i_imm = instruction[31:20];
    assign s_imm = ( instruction[31:25] << 5 ) | instruction[11:7];
    assign b_imm = ( instruction[31] << 12 ) | ( instruction[7] << 11 ) | ( instruction[30:25] << 5 ) | ( instruction[11:8] << 1 );
    assign u_imm = instruction[31:12] << 12;
    assign j_imm = ( instruction[31] << 20 ) | ( instruction[19:12] << 12 ) | ( instruction[20] << 11 ) | ( instruction[30:21] << 1 );
    assign inst_type = rtype ? 0 :
                       itype ? 1 :
                       stype ? 2 :
                       btype ? 3 :
                       utype ? 4 :
                               5 ;
    assign imm = rtype ? 0     :
                 itype ? i_imm :
                 stype ? s_imm :
                 btype ? b_imm :
                 utype ? u_imm :
                         j_imm ;
    branch_prediction u_bp (
        .pc(pc),
        .pc_nb(pc_nb),
        .inst_type(inst_type),
        .imm(imm),
        .next_pc(next_pc)
    );
endmodule
module branch_prediction(
    input [31:0] pc,
    input [31:0] pc_nb,
    input [2:0] inst_type,
    input [31:0] imm,
    output [31:0] next_pc
    );
    wire [31:0] sign_imm12;
    wire [31:0] sign_imm13;
    wire [31:0] sign_imm21;
    wire [31:0] offset = 
        inst_type == 5 ? sign_imm21 :
        inst_type == 1 ? sign_imm13 :
        0; 
    wire imm_branch = ( 3 == inst_type ) | ( 5 == inst_type );
    assign next_pc = imm_branch ? pc + offset : pc_nb;
    sign_ext #(
        .bits(32),
        .sign_bit(12)
    ) u_se12 (
        .in(imm),
        .out(sign_imm12)
    );
    sign_ext #(
        .bits(32),
        .sign_bit(13)
    ) u_se13 (
        .in(imm),
        .out(sign_imm13)
    );
    sign_ext #(
        .bits(32),
        .sign_bit(21)
    ) u_se21 (
        .in(imm),
        .out(sign_imm21)
    );
endmodule
==> flow/run.sh <==
#!/bin/bash
# OpenROAD 26Q1-2900-gdf79404cd8, Yosys 0.63+post, stock flow scripts
make -C /OpenROAD-flow-scripts/flow DESIGN_CONFIG=/design/flow/config.mk WORK_HOME=/design/flow/orfs finish
==> flow/config.mk <==
export PLATFORM = sky130hd
export DESIGN_NAME = exec
export DESIGN_NICKNAME = exec
export VERILOG_FILES = /design/flow/design.v
export SDC_FILE = /design/flow/constraint.sdc
export NUM_CORES = 4
export LEC_CHECK = 1
export CORE_UTILIZATION = 30
==> flow/constraint.sdc <==
current_design exec

set clk_period 21.1
set clk_io_pct 0.2

create_clock -name clk0 -period $clk_period

set non_clock_inputs [all_inputs -no_clocks]
set_input_delay [expr $clk_period * $clk_io_pct] -clock clk0 $non_clock_inputs
set_output_delay [expr $clk_period * $clk_io_pct] -clock clk0 [all_outputs]
==> results.txt <==
This note records the results obtained with Yosys and OpenROAD.

Timing
The final tally of setup violations is 0. The post-route clock period utilization is 77.4%. Setup repair after global routing left no endpoint under its margin. The critical path in the final layout is reported with a setup slack of around 4.8 ns. Headroom to the max-slew limit came out at between 30% and 40%.

The clock period minus worst slack is 16.33 ns. After routing, the total negative slack on setup checks comes to 0 ns. In the final report, the number of pins over their slew limit comes to 0. The number of endpoints with negative hold slack in the final report is 0. Looking at the max-slew report, the worst-margin pin has a slew of ~1 ns.

The maximum operating frequency is 0.0612 GHz.

Global route
The global-route wire length before repair is 84.5 mm. Entering global routing, the biggest net connects 45 pins. The global router's overall resource usage is 29.8%. The via count of the first global-routing pass came to 12656.

The initial antenna violation count is 0. For this run the aggregate overflow at the end of global routing stands at 0.

Floorplan
The area of the placeable core is 0.0378 mm2. The die is approximately 200 um wide. The number of core rows is around 71. During I/O placement, the number of pins put on the boundary was 314. The starting utilization of the core area is 30.6%. The height of the die is just under 200 um. The floorplan step defined a die boundary enclosing roughly 0.04 mm2.

Hold path
The type of the worst min-delay path is in2out.

Critical path
Of all nets on the critical path, the largest fanout is roughly 43. The signal on the critical path passes through clkdlybuf4s50_1, nand3b_1, buf_4, buf_4, mux2i_1, inv_1, ha_1, inv_1, a2111oi_0, a211oi_1, a2111oi_1, o211ai_1, a311oi_1, a21oi_1, o211ai_1, a21o_1, clkdlybuf4s50_1. Among cell families on the critical path, the largest total delay comes from AND-OR/OR-AND gates.

The slowest stage of the critical path belongs to the cell sky130_fd_sc_hd__a2111oi_1. The startpoint class of the critical path is a primary input. The critical path is of the in2out type. The worst setup path is captured at an output port. The required time at the worst endpoint is listed as about 17 ns.

The arrival time of data at the critical path endpoint is about 12 ns. On the worst path, the slowest cell contributes a delay of about 0.96 ns. The buffer-and-inverter tally for the worst setup path is 6.

Place
After detailed placement, the design holds a cell count of 2231. The detailed placement HPWL is approximately 47 mm. The pre-CTS setup check shows a worst slack of between 4 and 5 ns. Detailed placement reports a standard cell area of roughly 0.014 mm2. The number of buffer cells added on primary ports is approximately 280. Routability-driven placement finished with a final weighted congestion of about 1.

Detailed routing
The number of vias after detailed routing is roughly 14000. The number of optimization iterations in the first detailed-route pass is 9. The detailed router's first-iteration violation count is roughly 1400. The final wirelength is 58.6 mm. The antenna diode instance count is 0. Per the detail_route report, DRC violations left total 0. For this sky-water flow run, the detailed-routed wirelength per cell is reported as roughly 26 um. The post-detailed-route via-to-cell ratio is 6.09.

The count of nets left with antenna violations once routing finished came out at 0.

Yosys
For this run, the number of Yosys warnings is roughly 100. The number of cell instances after yosys synthesis is 1609. After synthesis, the mean cell area works out to 7.18 um2. Synthesis instantiated roughly 85 different standard cells from the library. The post-synthesis sequential area ratio is 0%. Synthesis produced a netlist whose cell count is roughly 1600. The synthesized chip area reported by yosys is ~0.012 mm2. Summing every instance area after synthesis gives approximately 0.012 mm2.

Finish
The most common logic cell in the final layout is sky130_fd_sc_hd__clkdlybuf4s50_1. For the completed layout, the total cell area is recorded as about 0.014 mm2. Leaving out fill and tap cells, the most frequent cells in the layout are sky130_fd_sc_hd__clkdlybuf4s50_1, sky130_fd_sc_hd__nand2_1, sky130_fd_sc_hd__nor2_1. The design has 0 sequential cells. The share of final-layout standard cells stronger than drive strength 1 is under 10%.

The number of filler instances in the final layout is 3964. The number of clock buffer instances in the layout is 0. The area added between synthesis and finish is 22.1%. Leaving out filler cells and counting taps, the final layout contains roughly 2200. Summing all flip-flop and latch instances after layout gives 0 um2.

Clock network
The report puts the hold buffer count at CTS at 0. The number of resized instances in the post-cts repair step is 0. The number of buffers inserted to repair setup after CTS is 0.

Power and ir drop
The overall power of the completed layout is ~450 uW. The leakage power is between 5 and 6 nW. The power density over the cells is about 32 mW/mm2.

The worst IR drop on VDD is between 15 and 20 uV.

Flow run
OpenROAD emitted warnings numbering ~130. The run reported a max-capacitance violation count of 0.

Outcome
The flow ran to the end, and the final reports show no timing, DRC or antenna violations.
==> worst paths after layout <==
kind	endpoint	cells past startpoint	start	slack, ns
max	reg_data[28]	17	inst_type[1]	4.77
min	mem_addr[2]	2	val_rs[2]	9.29
==> stage by stage <==
| step | util (%) | hold slack, ns |
|---|---|---|
| final | 37.4 | 9.29 |
| after global routing | 37.4 | 9.33 |
| after CTS | 37.4 | 9.29 |
| after detailed placement | 37.4 | 9.28 |
| after global placement | 37.4 | 9.29 |
| after floorplan | - | 8.45 |
==> per-layer routing <==
metal	share of wire, %	up-vias	global-route usage, %	wire length [um]
met4	4.6	0	11.7	2680
met3	8.9	79	5.43	5200
met2	45	759	45.5	26100
li1	-	6185	-	-
met1	42	6561	41.8	24700
met5	0	-	0	0
==> synthesized netlist by cell type (18+ instances only) <==
cell type                  count  share of area (%)
sky130_fd_sc_hd__inv_1        92                3.0
sky130_fd_sc_hd__buf_4       101                6.6
sky130_fd_sc_hd__a211oi_1     27                1.8
sky130_fd_sc_hd__a21oi_1      87                3.8
sky130_fd_sc_hd__o22ai_1      28                1.5
sky130_fd_sc_hd__nor3_1       38                1.6
sky130_fd_sc_hd__xnor2_1      25                1.9
sky130_fd_sc_hd__ha_1         98                 11
sky130_fd_sc_hd__a21o_1       33                2.1
sky130_fd_sc_hd__nor2_1      121                3.9
sky130_fd_sc_hd__nand3_1      47                2.0
sky130_fd_sc_hd__mux2i_1      66                5.7
sky130_fd_sc_hd__nor2b_1      19                1.0
sky130_fd_sc_hd__mux4_2       72                 14
sky130_fd_sc_hd__o211ai_1     21                1.4
sky130_fd_sc_hd__and3_1       19                1.0
sky130_fd_sc_hd__buf_2        20               0.87
sky130_fd_sc_hd__a22oi_1      34                2.2
sky130_fd_sc_hd__clkbuf_1     80                2.6
sky130_fd_sc_hd__nand2_1     181                5.9
sky130_fd_sc_hd__o21ai_0      78                3.4
sky130_fd_sc_hd__nand2b_1     18               0.97
==> report_power, final <==
group | switching [mW] | leakage, nW | internal [mW]
Sequential | 0 | 0 | 0
Clock | 0 | 0 | 0
Combinational | 0.249 | 5.72 | 0.199
Total | 0.249 | 5.72 | 0.199
==> logic make-up after synthesis <==
kind of cell	Yosys count	synth area share [%]
adder cells (fa/ha/maj)	100	11.0
XOR/XNOR	38	2.88
AND/OR/NAND/NOR	506	20.3
multiplexers	148	20.7
AND-OR/OR-AND	502	31.0
buffers and inverters	315	14.1
==> final cells by class <==
| class | count | area (um2) | share of cell area (%) |
|---|---|---|---|
| multi-input combinational | 1294 | 9940 | 70.5 |
| tap | 511 | 639 | 4.53 |
| inverter | 99 | 372 | 2.63 |
| timing repair buffer | 327 | 3160 | 22.4 |
Power and IR drop assume default switching activity.
