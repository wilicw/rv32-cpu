**./design.v**
```verilog
`timescale 1ns / 1ps
`timescale 1ns / 1ps
module exec (
    input [31:0] pc,
    input [2:0] inst_type,
    input [2:0] funct3,
    input [5:0] funct7,
    input [31:0] imm,
    input [31:0] val_rs,
    input [31:0] val_rs2,
    input [6:0] opcode,
    output [31:0] val_out,
    output reg_w,
    output [31:0] reg_data,
    output mem_w,
    output mem_r,
    output [31:0] mem_addr,
    output [31:0] mem_data,
    output [1:0] mem_len,
    output mem_uns,
    output branch,
    output [31:0] branch_pc
    );
    wire [31:0] val_a;
    wire [31:0] val_b;
    wire [5:0] operation;
    wire [31:0] sign_imm12;
    wire [31:0] sign_imm13;
    wire [31:0] sign_imm21;
    wire alu_branch;
    wire exe_branch;
    wire [31:0] branch_offset;
    assign val_a = inst_type == 5 ? pc : val_rs;
    assign val_b = inst_type == 1 ? sign_imm12 :
                   val_rs2;
    assign operation =
    inst_type == 1 ? (
        funct3 == 0 ? 1 :
        funct3 == 1 ? 6 :
        funct3 == 2 ? 0 :
        funct3 == 3 ? 0 :
        funct3 == 4 ? 5 :
        funct3 == 5 ? (
            imm[10] ? 9 
                    : 7
        ) :
        funct3 == 6 ? 4 :
        funct3 == 7 ? 3 :
                      0 
    ) : inst_type == 0 ? (
        funct3 == 0 ? (
            funct7 == 0 ? 1 
                        : 2
        ) : 
        funct3 == 1 ? 6 :
        funct3 == 2 ? 0 :
        funct3 == 3 ? 0 :
        funct3 == 4 ? 5 :
        funct3 == 5 ? (
            funct7 == 0 ? 7 
                        : 9
        ) :
        funct3 == 6 ? 4 :
        funct3 == 7 ? 3 :
                      0
    ) : inst_type == 3 ? (
        funct3 == 0 ? 4'ha :
        funct3 == 1 ? 4'hb :
        funct3 == 4 ? 4'hc :
        funct3 == 5 ? 4'hd :
        funct3 == 6 ? 4'he :
        funct3 == 7 ? 4'hf :
        0
    ) : 0;
    assign exe_branch = inst_type == 5 ? 1 : 0;
    assign branch_offset = 
        inst_type == 5 ? sign_imm21 :
        inst_type == 1 ? sign_imm13 :
        0;
    assign branch_pc = pc + branch_offset;
    assign branch = alu_branch | exe_branch;
    alu u_alu (
        .operation(operation),
        .val_a(val_a),
        .val_b(val_b),
        .nop(nop),
        .val_out(val_out),
        .branch(alu_branch)
    );
    assign reg_w = 
        ( inst_type == 0 ) |
        ( inst_type == 5 ) |
        ( inst_type == 1 ) ;
    assign reg_data = inst_type == 5 ? pc + 4 : val_out;
    assign mem_w = opcode == 7'b0100011 | opcode == 7'b0100111;
    assign mem_r = opcode == 7'b0000011 | opcode == 7'b0000111;
    assign mem_addr = val_rs + sign_imm12;
    assign mem_data = val_rs2;
    assign mem_len = funct3[1:0];
    assign mem_uns = funct3[2];
    sign_ext #(
        .bits(32),
        .sign_bit(12)
    ) u_se12 (
        .in(imm),
        .out(sign_imm12)
    );
    sign_ext #(
        .bits(32),
        .sign_bit(13)
    ) u_se13 (
        .in(imm),
        .out(sign_imm13)
    );
    sign_ext #(
        .bits(32),
        .sign_bit(21)
    ) u_se21 (
        .in(imm),
        .out(sign_imm21)
    );
endmodule
module sign_ext #(
    parameter bits = 32,
    parameter sign_bit = 12
    ) (
    input [sign_bit-1:0] in, 
    input [bits-1:0] out
    );
    assign out = {{( bits - sign_bit ){in[sign_bit-1]}}, in[sign_bit-1:0]};
endmodule
module fetch(
    input branch,
    input [31:0] branch_pc,
    input [31:0] pc,
    input [31:0] pc_nb,
    input [31:0] instruction,
    output [31:0] next_pc,
    output [2:0] inst_type,
    output [4:0] rd,
    output [2:0] funct3,
    output [4:0] rs,
    output [4:0] rs2,
    output [5:0] funct7,
    output [31:0] imm,
    output [6:0] opcode
    );
    wire rtype;
    wire itype;
    wire stype;
    wire btype;
    wire utype;
    wire jtype;
    wire [11:0] i_imm;
    wire [11:0] s_imm;
    wire [12:0] b_imm;
    wire [12:0] u_imm;
    wire [20:0] j_imm;
    assign opcode = instruction[6:0];
    assign rtype = 7'b0110011 == opcode;
    assign itype = ( 7'b0000011 == opcode ) | ( 7'b0010011 == opcode ) | ( 7'b1100111 == opcode );
    assign stype = 7'b0100011 == opcode;
    assign btype = 7'b1100011 == opcode;
    assign utype = ( 7'b0110111 == opcode ) | ( 7'b0010111 == opcode );
    assign jtype = 7'b1101111 == opcode;
    assign rd = instruction[11:7];
    assign rs = instruction[19:15];
    assign rs2 = instruction[24:20];
    assign funct3 = instruction[14:12];
    assign funct7 = instruction[31:25];
    assign i_imm = instruction[31:20];
    assign s_imm = ( instruction[31:25] << 5 ) | instruction[11:7];
    assign b_imm = ( instruction[31] << 12 ) | ( instruction[7] << 11 ) | ( instruction[30:25] << 5 ) | ( instruction[11:8] << 1 );
    assign u_imm = instruction[31:12] << 12;
    assign j_imm = ( instruction[31] << 20 ) | ( instruction[19:12] << 12 ) | ( instruction[20] << 11 ) | ( instruction[30:21] << 1 );
    assign inst_type = rtype ? 0 :
                       itype ? 1 :
                       stype ? 2 :
                       btype ? 3 :
                       utype ? 4 :
                               5 ;
    assign imm = rtype ? 0     :
                 itype ? i_imm :
                 stype ? s_imm :
                 btype ? b_imm :
                 utype ? u_imm :
                         j_imm ;
    branch_prediction u_bp (
        .pc(pc),
        .pc_nb(pc_nb),
        .inst_type(inst_type),
        .imm(imm),
        .next_pc(next_pc)
    );
endmodule
module branch_prediction(
    input [31:0] pc,
    input [31:0] pc_nb,
    input [2:0] inst_type,
    input [31:0] imm,
    output [31:0] next_pc
    );
    wire [31:0] sign_imm12;
    wire [31:0] sign_imm13;
    wire [31:0] sign_imm21;
    wire [31:0] offset = 
        inst_type == 5 ? sign_imm21 :
        inst_type == 1 ? sign_imm13 :
        0; 
    wire imm_branch = ( 3 == inst_type ) | ( 5 == inst_type );
    assign next_pc = imm_branch ? pc + offset : pc_nb;
    sign_ext #(
        .bits(32),
        .sign_bit(12)
    ) u_se12 (
        .in(imm),
        .out(sign_imm12)
    );
    sign_ext #(
        .bits(32),
        .sign_bit(13)
    ) u_se13 (
        .in(imm),
        .out(sign_imm13)
    );
    sign_ext #(
        .bits(32),
        .sign_bit(21)
    ) u_se21 (
        .in(imm),
        .out(sign_imm21)
    );
endmodule
```
**./run.sh**
```bash
#!/bin/bash
# OpenROAD 26Q1-2900-gdf79404cd8, Yosys 0.63+post, stock flow scripts
make -C /OpenROAD-flow-scripts/flow DESIGN_CONFIG=/design/flow/config.mk WORK_HOME=/design/flow/orfs finish
```
**./config.mk**
```make
export PLATFORM = sky130hd
export DESIGN_NAME = fetch
export DESIGN_NICKNAME = fetch
export VERILOG_FILES = /design/flow/design.v
export SDC_FILE = /design/flow/constraint.sdc
export NUM_CORES = 4
export LEC_CHECK = 1
export CORE_AREA = 10 10 110 110
export DIE_AREA = 0 0 120 120
```
**./constraint.sdc**
```tcl
current_design fetch

set clk_period 23.9
set clk_io_pct 0.2

create_clock -name clk0 -period $clk_period

set non_clock_inputs [all_inputs -no_clocks]
set_input_delay [expr $clk_period * $clk_io_pct] -clock clk0 $non_clock_inputs
set_output_delay [expr $clk_period * $clk_io_pct] -clock clk0 [all_outputs]
```
==> run summary <==
Startpoint Class - input pin
Initial Util - 12.5%
Synth area leader - mux2_4
IO buf count - 183
Number of violations reported at the end of detailed-routing iteration 0 - 85
Synth-to-layout area growth - 135%
Unrepaired setup endpoints after global routing - no
Register area share after synthesis - 0%
Largest net degree at the start of global routing - 34
Max-slew violations - 0
Clock buffer count - 0
Switch share - 20.5%
Setup CP Type - in2out
GPL Wtd Cong - 0.842
Antenna violations before repair - 0
CP max FO - 33
Post-layout util - 29.2%
Buf/Inv on CP - 4
Critical path, cell by cell - clkdlybuf4s50_1 > inv_1 > nand2_2 > a21o_2 > buf_4 > mux2_2 > clkdlybuf4s50_1
Slowest CP cell - clkdlybuf4s50_1
Final setup viols - 0
Worst Max-Slew Pin Slew - 0.772 ns
Crit path DAT - 7.18 ns
Tool warning count - 65
Global-route wire length before repair - 8950 um
Post-DR wirelength/cell - 15.3 um
Hold WC Path Type - in2out
TNS Setup - 0 ns
Count leader, synth - buf_4
HPWL Detailed - 5820 um
# Cells Yosys - 134
Top post-synthesis cells by count - buf_4, mux2_4, nor2b_1, a22o_1, nand2_1
Distinct cell type count after synthesis - 31
Setup Fix Bufs, Post-CTS - 0
Leak - 1.18 nW
Min cycle time layout - 11.96 ns
Mapped Area - 1220 um2
FF+latch area - 0 um2
Vias per cell - 3.47
Via count - 1,428
TritonRoute pass-1 iters - 3
Syn avg cell area - 9.09 um2
Gr usage total - 7.72%
Crit path top cell by count - clkdlybuf4s50_1
Synthesis Warnings - 67
Post-CTS Resized - 0
Biggest area cells - mux2_4, buf_4, nor2b_1, buf_12, a22o_1
Switching Power - 0.00866 mW
Area leader share - 35.8%
CP peak stage delay - 0.69 ns
Std cell rows - 36
Critical Path Sink Type - output port
Delay-heaviest family, CP - buffers and inverters
VDD IR max - 0.00433 mV
Cycle use final - 50.0%
Synth Instances - 134
# Max-Cap Violations - 0
Max Freq - 83.6 MHz
Chip Area, Yosys - 1220 um2
Final global-route overflow total - 0
Die area - 14,400 um2
Slew headroom - 48.1%
I/O Pins - 227
Register share of total power - 0%
Core area - 9770 um2
DRT Wirelength - 6300 um
Final Hold Fails - 0
# hold bufs at CTS - 0
Power share of the combinational group - 100.0%
Flip-flops - 0
Die H - 120 um
Via count of the first global-routing pass - 1,440
Pwr dens - 14.8 nW/um2
Number of remaining DRC errors - 0
Antenna viol nets, final - 0
Worst Path Required - 19.12 ns
Status - finished, final reports clean
Int Power - 0.0336 mW
Share of layout cells above drive strength 1 - 13.3%
Die extent in x - 120 um
Ant diodes - 0
Clock power frac - 0%
## logic make-up after synthesis
kind of cell	share of synthesized area (%)
buffers and inverters	33.9
and+or+nand+nor	17.3
muxes	39.5
AOI/OAI and AO/OA	9.04
other	0.308
## area by class of cell
| cell class | instances | area (um2) |
|---|---|---|
| well taps | 133 | 166 |
| multi-input cells | 93 | 843 |
| fillers | 1010 | 6920 |
| inverters | 2 | 7.51 |
| repair buffers | 184 | 1840 |
## path summary, 6_finish.rpt
| path | start | to | slack [ns] | depth (start not counted) |
|---|---|---|---|---|
| worst min-delay path | instruction[25] | funct7[0] | 10.38 | 2 |
| worst max-delay path | instruction[6] | next_pc[31] | 11.94 | 7 |
## cells in the final DEF (no fill, tap or decap), drive strengths merged
master         instances
clkdlybuf4s50        183
mux2                  33
nor2b                 15
conb                  11
nand2                  5
a22o                   4
o21ai                  3
nand3                  3
nand3b                 2
inv                    2
a21oi                  2
a32o                   2
nor3b                  2
or2b                   1
nor3                   1
and3b                  1
and3                   1
nor2                   1
nand2b                 1
a21o                   1
a32oi                  1
o22ai                  1
o21a                   1
or3                    1
buf                    1
## power by group through the flow
stage                 combinational [mW]  sequential [mW]  clock (mW)
after CTS                         0.0434                0           0
final                             0.0423                0           0
after global routing              0.0457                0           0
## metrics by stage
stage / power (mW) / cell area (um2) / setup WS [ns] / instances / hold WS [ns]
floorplan: 0.0137 / 1250 / 13.32 / 144 / 9.62
global placement: 0.0430 / 2860 / 11.92 / 412 / 10.39
detailed placement: 0.0432 / 2860 / 11.94 / 412 / 10.38
CTS: 0.0434 / 2860 / 11.92 / 412 / 10.39
global route: 0.0457 / 2860 / 11.76 / 412 / 10.41
finish: 0.0423 / 2860 / 11.94 / 412 / 10.38
## layer usage
layer | global-route usage, % | wire (um) | vias up
met3 | 3.52 | 761 | 0
met5 | 0 | 0 | -
met4 | 0 | 0 | 0
met2 | 13.3 | 3050 | 97
li1 | - | - | 710
met1 | 9.12 | 2490 | 621
Power figures rest on the tool's default switching activity, not on a simulated workload.
