<file path="./design.v">
`timescale 1ns / 1ps
module EX_ME(
    input [31:0] val_out,
    input reg_w,
    input [31:0] reg_data,
    input mem_w,
    input mem_r,
    input [31:0] mem_addr,
    input [31:0] mem_data,
    input [1:0] mem_len,
    input mem_uns,
    input branch,
    input [31:0] branch_pc,
    input clk,
    output reg [31:0] val_out_reg,
    output reg reg_w_reg,
    output reg [31:0] reg_data_reg,
    output reg mem_w_reg,
    output reg mem_r_reg,
    output reg [31:0] mem_addr_reg,
    output reg [31:0] mem_data_reg,
    output reg [1:0] mem_len_reg,
    output reg mem_uns_reg,
    output reg branch_reg,
    output reg [31:0] branch_pc_reg
  );
  always @(posedge clk ) begin 
    val_out_reg <= val_out;
    reg_w_reg <= reg_w;
    reg_data_reg <= reg_data;
    mem_w_reg <= mem_w;
    mem_r_reg <= mem_r;
    mem_addr_reg <= mem_addr;
    mem_data_reg <= mem_data;
    mem_len_reg <= mem_len;
    mem_uns_reg <= mem_uns;
    branch_reg <= branch;
    branch_pc_reg <= branch_pc;
  end
endmodule
</file>
<file path="./run.sh">
#!/bin/bash
# OpenROAD 26Q1-2900-gdf79404cd8, Yosys 0.63+post, stock flow scripts
make -C /OpenROAD-flow-scripts/flow DESIGN_CONFIG=/design/flow/config.mk WORK_HOME=/design/flow/orfs finish
</file>
<file path="./config.mk">
export PLATFORM = sky130hd
export DESIGN_NAME = EX_ME
export DESIGN_NICKNAME = EX_ME
export VERILOG_FILES = /design/flow/design.v
export SDC_FILE = /design/flow/constraint.sdc
export NUM_CORES = 4
export LEC_CHECK = 1
export CORE_AREA = 10 10 152 152
export DIE_AREA = 0 0 162 162
</file>
<file path="./constraint.sdc">
current_design EX_ME

set clk_period 1.0
set clk_io_pct 0.2

create_clock -name clk0 -period $clk_period [get_ports {clk}]

set non_clock_inputs [all_inputs -no_clocks]
set_input_delay [expr $clk_period * $clk_io_pct] -clock clk0 $non_clock_inputs
set_output_delay [expr $clk_period * $clk_io_pct] -clock clk0 [all_outputs]
</file>
==> impl_metrics.toml <==
# flow metrics
[clock_network]
clkTransAtPathRegs_ns = 0.07
root_buffer = "clkbuf_16"
numCtsBuffers = 17
clock_sinks = 167
htree_levels = 4
cts_tree = "yes"
clock_path_buffers = 2
cts-hold-fix-buffers = 0
post-cts-setup-buffers = 0

[logic_synthesis]
ys_seq_frac = 1.000
synth_flops = 167
synthTopCellsByCount = "dfxtp_1"
synth_warnings = 1
synth_area_mm2 = 0.003343
area_leaders = "dfxtp_1"
ys_cells = 167
edf_count = 0
syn_area_per_cell_um2 = 20.02
yosys.area.top_type_share = 1.000
syn_inst = 167
ys.flop_type = "dfxtp_1"
async_flop_share = 0
synth.distinct_cells = 1
synth_area_leader_cell = "dfxtp_1"
top_cell = "dfxtp_1"
ys_area_mm2 = 0.003343

[power]
p_leak_nw = 3.015
power.density_mw_per_mm2 = 2110
vdd_drop_max_v = 0.001103

[detailed_routing]
drc = 0
dr.pass1.iters = 4
drt_iter0_markers = 58
ant_nets = 0
avgViaCountPerCell = 3.182
vias = 2539
antenna_cells = 0
wire_per_inst_um = 16.53
drt-total-wl_um = 13190

[floorplan]
dieArea_mm2 = 0.02624
fp-row-count = 51
dieHeight_um = 162
fp_util = 0.1701
die-width_um = 162
coreArea_mm2 = 0.01965
ioPinCount = 335

[cells_and_area]
multi_input_comb_cells = 0
drive_above_1_share = 0.4315
area_delta_synth_final_pct = 105.2
logic_area_um2 = 0

[setup_path]
endpoint_kind = "output pin"
arrival_ns = 0.84
path_delay_family = "flip-flops"
critPathSlowestCell = "dfxtp_2"
worstPathCellList = "buf_6"
critical_path_class = "flip-flop to output pin"
cp-start-kind = "flip-flop"
max_stage_delay_ns = 0.32
cp.required_ns = 0.80
path_max_fanout = 1
cp_num_buf_inv = 1

[run]
cap_violations = 0
tool_warnings = 27

[timing]
rsz0062_at_grt = "yes"
fin_crit_ns = 1.040
timing.final.crit_share = 1.040
tns_ns = -2.400
worstMarginPinSlew_ns = 0.1769
fin_ws_ns = -0.04015
fmax_mhz = 961.4
relSlewSlack = 0.8821
drv_slew = 0
setup_viol = 165
hold_viol_final = 0

[grt]
grt_use_total = 0.09493
grt_max_degree = 17
grt_pass1_vias = 2774
antenna_found_initial = 1
grt_pass1_wl_um = 18650
overflow = 0

[placed_design]
dp_slack_ns = -0.05764
place.gp.congestion = 0.8226
io_buffers = 334

[min_path]
min-delay-path-class = "input pin to flip-flop"

[status]
violations = "negative setup slack"
status = "finished, violations left"
-- path summary, 6_finish.rpt --
check	start	end	slack (ns)	cells past startpoint
max	reg_data_reg[16]	reg_data_reg[16]	-0.04	1
min	mem_r	mem_r_reg	0.22	1
-- routing by layer --
layer	track usage	vias to the layer above	wire length, µm
met2	0.1593	185	6496
li1	-	1223	-
met4	0.01199	2	136
met3	0.06006	9	1853
met5	0	-	7
met1	0.1019	1120	4699
-- final cells by class --
cell class	instances	area (µm²)
Sequential cell	167	3382
Tap cell	265	331.6
Clock buffer	19	452.9
Fill cell	1976	12790
Timing Repair Buffer	334	2557
Clock inverter	13	137.6
-- metrics by stage --
step | cells | power, mW | hold slack, ns | util | area [µm²]
after floorplan | 167 | 7.147 | 0.2277 | - | 3343
after global placement | 766 | 8.566 | 0.6489 | 0.3571 | 7018
after detailed placement | 766 | 8.579 | 0.6517 | 0.3571 | 7018
after CTS | 798 | 14.77 | 0.1917 | 0.3478 | 6837
after global routing | 798 | 15.15 | 0.1896 | 0.3491 | 6862
final | 798 | 14.48 | 0.2178 | 0.3491 | 6862
-- layout by cell type, fill, tap and decap left out --
cell,netlist,routed
buf_2,0,159
buf_6,0,8
bufinv_16,0,1
clkbuf_16,0,17
clkbuf_8,0,2
clkdlybuf4s50_1,0,167
clkinv_4,0,2
clkinvlp_4,0,4
dfxtp_1,167,136
dfxtp_2,0,31
inv_6,0,3
inv_8,0,3
-- timing repair --
| item | 4_1_cts | 5_1_grt |
|---|---|---|
| setup endpoints to repair | 167 | 167 |
| gates cloned | 0 | 0 |
| resized | 563 | 12 |
-- kinds of logic (layout without fill, tap and decap cells) --
kind of cell,count (synthesis),count (layout),synth area share
buf+inv,0,366,0
flops,167,167,1.000
-- power by group --
| group | total, mW | switching [mW] | leakage, nW | internal [mW] |
|---|---|---|---|---|
| clock network | 6.40 | 2.76 | 0.279 | 3.64 |
| registers | 7.10 | 0.0759 | 1.41 | 7.02 |
| logic | 0.982 | 0.184 | 1.33 | 0.798 |
| total | 14.5 | 3.02 | 3.02 | 11.5 |
No activity file was given, so power comes from the tool's default toggle rates.
